[flow/run.sh]
#!/bin/bash
# OpenROAD 26Q1-2900-gdf79404cd8, Yosys 0.63+post, stock flow scripts
make -C /OpenROAD-flow-scripts/flow DESIGN_CONFIG=/design/flow/config.mk WORK_HOME=/design/flow/orfs finish
[flow/config.mk]
export PLATFORM = sky130hd
export DESIGN_NAME = uart_tx
export DESIGN_NICKNAME = uart_tx
export VERILOG_FILES = /design/flow/design.v
export SDC_FILE = /design/flow/constraint.sdc
export NUM_CORES = 4
export LEC_CHECK = 1
export CORE_AREA = 10 10 97 97
export DIE_AREA = 0 0 107 107
[flow/constraint.sdc]
current_design uart_tx

set clk_period 3.8
set clk_io_pct 0.2

create_clock -name clk0 -period $clk_period [get_ports {clk}]

set non_clock_inputs [all_inputs -no_clocks]
set_input_delay [expr $clk_period * $clk_io_pct] -clock clk0 $non_clock_inputs
set_output_delay [expr $clk_period * $clk_io_pct] -clock clk0 [all_outputs]
[flow/design.v]
module uart_tx #(
    parameter integer CLK_FREQ = 125_000_000,
    parameter integer BAUD     = 115200
)(
    input  wire       clk,
    input  wire       resetn,
    input  wire [7:0] tx_data,       
    input  wire       tx_valid,      
    output reg        tx_ready,      
    output reg        tx             
);
    localparam integer BAUD_CNT_MAX = CLK_FREQ / BAUD;
    localparam integer CNT_WIDTH    = $clog2(BAUD_CNT_MAX); 
    localparam [1:0] S_IDLE  = 2'b00;
    localparam [1:0] S_START = 2'b01;
    localparam [1:0] S_DATA  = 2'b10;
    localparam [1:0] S_STOP  = 2'b11;
    reg [1:0] state;
    reg [CNT_WIDTH-1:0] baud_cnt; 
    reg [2:0]           bit_idx;   
    reg [7:0]           data_reg;  
    always @(posedge clk or negedge resetn) begin
        if (!resetn) begin
            tx       <= 1'b1;  
            tx_ready <= 1'b0;  
            state    <= S_IDLE;
            baud_cnt <= 0;
            bit_idx  <= 0;
            data_reg <= 0;
        end else begin
            case (state)
                S_IDLE: begin
                    tx       <= 1'b1;
                    tx_ready <= 1'b1;  
                    if (tx_valid && tx_ready) begin
                        data_reg <= tx_data; 
                        tx_ready <= 1'b0; 
                        state    <= S_START;
                        baud_cnt <= BAUD_CNT_MAX - 1;
                    end
                end
                S_START: begin
                    tx <= 1'b0;  
                    if (baud_cnt > 0) begin
                        baud_cnt <= baud_cnt - 1;
                    end else begin
                        state    <= S_DATA;
                        baud_cnt <= BAUD_CNT_MAX - 1;
                        bit_idx  <= 0;
                    end
                end
                S_DATA: begin
                    tx <= data_reg[bit_idx];
                    if (baud_cnt > 0) begin
                        baud_cnt <= baud_cnt - 1;
                    end else begin
                        baud_cnt <= BAUD_CNT_MAX - 1;
                        if (bit_idx < 7) begin
                            bit_idx <= bit_idx + 1;
                        end else begin
                            state   <= S_STOP; 
                        end
                    end
                end
                S_STOP: begin
                    tx <= 1'b1;  
                    if (baud_cnt > 0) begin
                        baud_cnt <= baud_cnt - 1;
                    end else begin
                        state <= S_IDLE; 
                    end
                end
                default: state <= S_IDLE;
            endcase
        end
    end
endmodule
==> impl_metrics.env <==
# yosys + openroad results
export IMPL_avgSynthCellArea_um2=11.2
export IMPL_r2r_cells=7
export IMPL_p_int_uw=651
export IMPL_rsz0062_at_grt="no"
export IMPL_drive_gt1_frac=0.170
export IMPL_yosysWarningCount=1
export IMPL_die_h_um=107
export IMPL_hold_depth=1
export IMPL_cp_end_kind="flop"
export IMPL_clock_power_share=0.243
export IMPL_crit_path_frequent_cell="nand3_1"
export IMPL_setup_tns_ns=0
export IMPL_vias_per_cell=4.25
export IMPL_grt_first_pass_wirelength_um=4770
export IMPL_cp_max_fo=10
export IMPL_ctsHoldBuffers=0
export IMPL_power_leakage_uw=0.000671
export IMPL_hold_violations=0
export IMPL_edf_count=0
export IMPL_crit_required_ns=4.01
export IMPL_wire_per_inst_um=11.4
export IMPL_timing_critical_path_buf_inv=1
export IMPL_path_cells="clkdlybuf4s50_1, a21boi_1, a21oi_2, nand3_1, or4_2, nand3_1"
export IMPL_antenna_found_initial=0
export IMPL_crit_family="simple AND/OR/NAND/NOR gates"
export IMPL_dieArea_um2=11400
export IMPL_reg2reg_from="baud_cnt[1]"
export IMPL_worst_pin_slew_ns=0.495
export IMPL_finClkSkew_ns=0.00618
export IMPL_first_iter_violations=19
export IMPL_grt_usage=0.0487
export IMPL_areaGrowthSynthToFinish_pct=21.6
export IMPL_post_cts_resized=0
export IMPL_synth_flop_count=28
export IMPL_warnings=25
export IMPL_first_pass_iters=4
export IMPL_fp_util=0.193
export IMPL_clock_tree_root_cell="clkbuf_8"
export IMPL_grt_pass1_vias=990
export IMPL_comb_power_share=0.266
export IMPL_rrSetupSlack_ns=1.47
export IMPL_power_switching_uw=307
export IMPL_flop_cell="dfrtp_1"
export IMPL_crit_path_max_incr_delay_ns=0.56
export IMPL_drcViolationCount=0
export IMPL_h_tree_depth=1
export IMPL_cpMaxStageDelayCell="or4_2"
export IMPL_dp_hpwl_um=1950
export IMPL_antenna_left=0
export IMPL_synthCells=126
export IMPL_cp_start_kind="input pin"
export IMPL_relSlewSlack=0.669
export IMPL_grt_max_degree=29
export IMPL_cts_tree="yes"
export IMPL_ys_chip_area_um2=1410
export IMPL_cap_viol_max_count=0
export IMPL_clock_latency_late_pin_ns=0.28
export IMPL_ios=13
export IMPL_antenna_cells=0
export IMPL_ys_seq_frac=0.500
export IMPL_fp_row_count=31
export IMPL_route_vias_total=1019
export IMPL_cts_buffer_depth=2
export IMPL_crit_end="baud_cnt[5]"
export IMPL_cp_data_arrival_time_ns=2.66
export IMPL_ys_cells=126
export IMPL_async_flop_share=1.00
export IMPL_hold_start="data_reg[7]"
export IMPL_worstSetupPathDepth=6
export IMPL_p_per_area_nw_per_um2=560
export IMPL_cts_buffers=3
export IMPL_seqPwrFrac=0.491
export IMPL_ys_types=38
export IMPL_io_buffer_count=12
export IMPL_r2r_end="baud_cnt[7]"
export IMPL_critPathKind="input pin to flop"
export IMPL_period_used=0.643
export IMPL_ir_drop_mv=0.174
export IMPL_place_congestion=0.810
export IMPL_clk_pin_slew_worst_paths_ns=0.10
export IMPL_synth_area_um2=1410
export IMPL_slew_violations=0
export IMPL_fin_util=0.234
export IMPL_fmax_mhz=409
export IMPL_core_area_um2=7290
export IMPL_post_cts_buffers=0
export IMPL_dieWidth_um=107
export IMPL_status="complete, no violations"
export IMPL_finalSetupViolCount=0
export IMPL_period_minus_slack_ns=2.44
export IMPL_drt_total_wl_um=2730
export IMPL_gr_total_overflow=0
export IMPL_largest_reg_flops=11
export IMPL_sw_frac_of_total=0.321
export IMPL_fillerInstances=822
export IMPL_power_uw=958
export IMPL_startpoint="tx_valid"
export IMPL_clock_sinks=28
export IMPL_worstHoldPathType="flop to flop"
cells by family (layout without fill, tap and decap cells):
group / after synthesis / in the layout / share of synthesized area
XOR/XNOR: 7 / 7 / 0.0436
AND-OR/OR-AND: 20 / 20 / 0.105
AND/OR/NAND/NOR: 52 / 52 / 0.206
multiplexers: 11 / 11 / 0.103
flip-flops: 28 / 28 / 0.500
adder cells (fa/ha/maj): 2 / 2 / 0.0178
buffers and inverters: 6 / 21 / 0.0240
metal layers:
layer / wire (um) / track usage / part of all wire
met3: 75 / 0.0103 / 0.027
met4: 57 / 0.0106 / 0.021
met2: 1240 / 0.0751 / 0.45
met5: 0 / 0 / 0
met1: 1360 / 0.0689 / 0.50
area by class of cell:
class	instances	area, um^2	share of cell area
Clock buffer	3	41.3	0.0242
Tap cell	99	124	0.0725
Timing Repair Buffer	13	128	0.0747
Inverter	4	15.0	0.00878
Multi-Input combinational cell	92	668	0.391
Sequential cell	28	703	0.411
Clock inverter	1	30.0	0.0176
cell usage after synthesis, drive strengths merged (2+ instances only):
library cell	n	area [um^2]
a21oi	4	23.8
buf	2	18.8
dfrtp	26	651
dfstp	2	52.6
ha	2	25.0
inv	4	15.0
mux2	8	90.1
mux4	2	45.0
nand2	13	48.8
nand3	9	45.0
nand4	6	37.5
nand4b	2	17.5
nor2	7	26.3
nor2b	2	12.5
nor3	4	20.0
nor4	3	18.8
o21ai	5	28.8
o31ai	2	15.0
or4	2	20.0
xor2	7	61.3
through the flow:
step | area (um^2) | worst slack [ns] | instances | hold WS, ns
floorplan | 1410 | 1.77 | 126 | 0.464
global placement | 1640 | 1.14 | 236 | 0.486
detailed placement | 1640 | 1.09 | 236 | 0.493
CTS | 1710 | 1.37 | 240 | 0.516
global route | 1710 | 1.19 | 240 | 0.535
finish | 1710 | 1.36 | 240 | 0.512
cells in the final DEF, fill, tap and decap left out, drive strengths merged, types with 2 or more instances in the layout:
cell type / n
mux4: 2
o31ai: 2
nor2: 7
mux2: 8
nand3: 9
o21ai: 5
inv: 4
nand4b: 2
dfstp: 2
nor3: 4
xor2: 7
nand4: 6
or4: 2
a21oi: 4
dfrtp: 26
nand2: 13
clkbuf: 3
nor2b: 2
clkdlybuf4s50: 12
ha: 2
nor4: 3
how the worst min path moves through the flow:
stage | to | slack [ns]
after CTS | baud_cnt[0] | 0.52
after global routing | data_reg[3] | 0.54
final | data_reg[7] | 0.51
worst register-to-register path: stages (launching register included):
cell	delay (ns)
dfrtp_1	0.41
inv_1	0.09
ha_1	0.16
nor2b_1	0.43
nor4b_4	0.52
o21ai_2	0.17
a211oi_2	0.35
nor2_1	0.09
power by group through the flow:
stage     Combinational (uW)  Sequential (uW)  Clock, uW
4_1_cts                  257              469        242
5_1_grt                  288              485        254
6_report                 255              470        233
Power and IR drop assume default switching activity.
