`./run.sh`:
```
#!/bin/bash
# OpenROAD 26Q1-2900-gdf79404cd8, Yosys 0.63+post, stock flow scripts
make -C /OpenROAD-flow-scripts/flow DESIGN_CONFIG=/design/flow/config.mk WORK_HOME=/design/flow/orfs finish
```
`./config.mk`:
```
export PLATFORM = sky130hd
export DESIGN_NAME = uart_rx
export DESIGN_NICKNAME = uart_rx
export VERILOG_FILES = /design/flow/design.v
export SDC_FILE = /design/flow/constraint.sdc
export NUM_CORES = 4
export LEC_CHECK = 1
export CORE_UTILIZATION = 30
```
`./constraint.sdc`:
```
current_design uart_rx

set clk_period 4.5
set clk_io_pct 0.2

create_clock -name clk0 -period $clk_period [get_ports {clk}]

set non_clock_inputs [all_inputs -no_clocks]
set_input_delay [expr $clk_period * $clk_io_pct] -clock clk0 $non_clock_inputs
set_output_delay [expr $clk_period * $clk_io_pct] -clock clk0 [all_outputs]
```
`./design.v`:
```
module uart_rx #(
    parameter integer CLK_FREQ = 125_000_000,
    parameter integer BAUD     = 115200
)(
    input  wire        clk,
    input  wire        resetn,
    input  wire        rx,           
    output wire [7:0]  rx_data,      
    output wire        rx_ready,     
    input  wire        rx_ack,       
    output reg         err_frame,    
    output reg         err_overrun   
);
    localparam integer BAUD_X16_VAL = CLK_FREQ / (BAUD * 16);
    reg [15:0] tick_cnt;
    wire       s_tick;  
    always @(posedge clk or negedge resetn) begin
        if (!resetn) begin
            tick_cnt <= 0;
        end else begin
            if (tick_cnt >= BAUD_X16_VAL - 1) 
                tick_cnt <= 0;
            else 
                tick_cnt <= tick_cnt + 1;
        end
    end
    assign s_tick = (tick_cnt == BAUD_X16_VAL - 1);
    reg rx_sync0, rx_sync1;  
    always @(posedge clk or negedge resetn) begin
        if (!resetn) begin
            rx_sync0 <= 1'b1;
            rx_sync1 <= 1'b1;
        end else begin
            rx_sync0 <= rx;
            rx_sync1 <= rx_sync0; 
        end
    end
    localparam [1:0] S_IDLE  = 2'b00;
    localparam [1:0] S_START = 2'b01;
    localparam [1:0] S_DATA  = 2'b10;
    localparam [1:0] S_STOP  = 2'b11;
    reg [1:0] state;
    reg [3:0] os_cnt;    
    reg [2:0] n_bits;    
    reg [7:0] rx_shift;
    reg [1:0] vote_sum;  
    reg       final_bit;  
    reg [7:0] buf0, buf1;
    reg       buf0_valid, buf1_valid;
    reg       rx_ready_r;
    assign rx_data  = buf0;
    assign rx_ready = rx_ready_r;
    always @(posedge clk or negedge resetn) begin
        if (!resetn) begin
            state       <= S_IDLE;
            os_cnt      <= 0;
            n_bits      <= 0;
            rx_shift    <= 0;
            err_frame   <= 0;
            err_overrun <= 0;
            buf0        <= 0;
            buf1        <= 0;
            buf0_valid  <= 0;
            buf1_valid  <= 0;
            rx_ready_r  <= 0;
        end else begin
            if (rx_ack && buf0_valid) begin
                if (buf1_valid) begin
                    buf0       <= buf1;
                    buf1_valid <= 0;
                    buf0_valid <= 1; 
                end else begin
                    buf0_valid <= 0;
                end
                err_overrun <= 0; 
            end
            case (state)
                S_IDLE: begin
                    if (rx_sync1 == 1'b0) begin  
                        state  <= S_START;
                        os_cnt <= 0;  
                    end
                end
                S_START: begin
                    if (s_tick) begin                        
                        if (os_cnt == 7 && rx_sync1 != 1'b0) begin
                            state <= S_IDLE;  
                        end 
                        else if (os_cnt == 15) begin
                            state  <= S_DATA;
                            os_cnt <= 0;
                            n_bits <= 0;
                        end 
                        else begin
                            os_cnt <= os_cnt + 1;
                        end
                    end
                end
                S_DATA: begin
                    if (s_tick) begin
                        if (os_cnt < 15) 
                            os_cnt <= os_cnt + 1;
                        else 
                            os_cnt <= 0;
                        if (os_cnt == 7) vote_sum <= {1'b0, rx_sync1};       
                        if (os_cnt == 8) vote_sum <= vote_sum + rx_sync1;    
                        if (os_cnt == 9) begin
                            vote_sum <= vote_sum + rx_sync1;    
                        end
                        if (os_cnt == 15) begin
                            rx_shift <= { (vote_sum >= 2), rx_shift[7:1] };  
                            if (n_bits < 7) begin
                                n_bits <= n_bits + 1;
                            end else begin
                                state <= S_STOP;
                            end
                        end
                    end
                end
                S_STOP: begin
                    if (s_tick) begin
                        if (os_cnt < 15) 
                            os_cnt <= os_cnt + 1;
                        else begin
                            if (rx_sync1 == 1'b0) begin
                                err_frame <= 1'b1;  
                            end else begin
                                err_frame <= 1'b0;  
                            end
                            if (!buf0_valid) begin
                                buf0       <= rx_shift;
                                buf0_valid <= 1;
                            end else if (!buf1_valid) begin
                                buf1       <= rx_shift;
                                buf1_valid <= 1;
                            end else begin
                                err_overrun <= 1'b1;  
                            end
                            state <= S_IDLE; 
                        end
                    end
                end
                default: state <= S_IDLE;
            endcase
            rx_ready_r <= buf0_valid;
        end
    end
endmodule
```
==> impl_metrics.py <==
# Flow results
metrics = {
    "outcome": {
        "status": "finished clean",
    },
    "critical_path": {
        "crit_buf_inv": 1,
        "cpMaxStageDelayCell": "nand4b_1",
        "worstSetupStartpointType": "flip-flop",
        "worstSetupPathType": "reg -> reg",
        "cp.required_ns": 4.69,
        "max_stage_delay_ns": 0.66,
        "cp-end-kind": "flip-flop",
        "path_cells": "inv_1 > ha_1 > or4bb_1 > nor3_2 > nand4b_1 > nor2_1 > a21oi_1",
        "crit_family": "simple AND/OR/NAND/NOR gates",
        "path_depth": 7,
        "r2r_cells": 7,
        "arrival_ns": 2.88,
        "crit_fanout": 17,
    },
    "synthesis": {
        "ys_sh_mux": 0.108,
        "top_cell": "dfrtp_1",
        "fa_ha_area_frac": 0.0334,
        "simple_gate_share": 0.166,
        "synth_stat.cells": 227,
        "synthesis.instances": 227,
        "ys_sh_aoi": 0.0731,
        "xor_area_frac": 0.0201,
        "netlist_logic_family_top": "simple AND/OR/NAND/NOR gates",
        "post-synth-top-area-cell": "dfrtp_1",
        "synth.distinct_cells": 41,
        "avgSynthCellArea_um2": 11.5,
        "yosys_area_um2": 2620,
        "ys_seq_frac": 0.579,
        "top_cells_by_count": "55 x dfrtp_1, 23 x nor2_1, 16 x mux2_2, 16 x nand2_1, 12 x a21oi_1",
        "synth-async-reset-ratio": 0.967,
        "top_area_frac": 0.526,
        "topCellsByArea": "dfrtp_1 53%, mux2_2 6.9%, mux2i_1 3.4%",
        "netlist_area_um2": 2620,
        "edf_count": 2,
        "synthFlopType": "dfrtp_1",
        "yosys_register_bits": 60,
        "yosysWarnings": 1,
    },
    "timing": {
        "fin_crit_ns": 2.69,
        "layout_setup_ws_ns": 1.81,
        "fin_skew_ns": 0.0100,
        "worst_slew_pin_slew_ns": 0.741,
        "finalHoldViolations": 0,
        "fin_crit_sh": 0.597,
        "maxSlewViolCount": 0,
        "rsz0062_at_grt": "false",
        "slew_headroom": 0.506,
        "fmax_mhz": 372,
        "setup-violations-final": 0,
        "setup_tns_ns": 0,
    },
    "cts": {
        "clockBufferDepth": 2,
        "cts_tree": "built",
        "cts_buffers": 9,
        "ctsHoldBuffers": 0,
        "htreeDepth": 3,
        "clock-sinks": 60,
        "clk_pin_slew_ns": 0.07,
        "cts_resized": 0,
        "post_cts_buffers": 0,
        "cts-root-buf": "clkbuf_8",
        "clkLatencyLatePin_ns": 0.33,
    },
    "global_routing": {
        "antenna_found_initial": 0,
        "grt_max_degree": 60,
        "grt_first_pass_wirelength_um": 7820,
        "grt_util_all_layers": 0.113,
        "overflow": 0,
        "grt_pass1_vias": 1701,
    },
    "power": {
        "powerDensity_nw_per_um2": 331,
        "swShare": 0.215,
        "ir_worst_vdd_mv": 0.147,
        "seqPwrFrac": 0.540,
        "pwr-share-clk": 0.440,
        "p_sw_mw": 0.220,
        "p_int_mw": 0.802,
        "p_leak_nw": 1.41,
        "combPwrFrac": 0.019,
    },
    "placement": {
        "io_buffers": 14,
        "dp_hpwl_um": 2930,
        "gp_congestion": 0.882,
        "place_inst": 350,
        "dp_slack_ns": 1.82,
    },
    "route": {
        "drt_iter0_drc": 68,
        "route.detailed.drc": 0,
        "dr.max_layer_used": "met4",
        "detail_route.vias_per_cell": 4.72,
        "route.met2.wl_um": 1990,
        "via_count": 1726,
        "wl_met3_um": 223,
        "wl_um": 4490,
        "wl_per_cell_um": 12.3,
        "final_antenna_net_count": 0,
        "wl_met1_um": 2220,
        "antenna_cells": 0,
        "dr.pass1.iters": 4,
    },
    "cells_and_area": {
        "synthToLayoutAreaGrowth_pct": 17.9,
        "drive_gt1_frac": 0.157,
        "comb_area_um2": 1080,
        "regArea_um2": 1520,
        "fin_cells": 366,
        "fillers": 801,
    },
    "flow_run": {
        "max_cap_violations": 0,
        "warnings": 28,
    },
    "die": {
        "die_w_um": 95.4,
        "fp_util": 0.314,
        "die_area_um2": 9110,
        "core_area_um2": 8340,
        "pin_count": 15,
        "row_count": 33,
        "die_h_um": 95.4,
    },
    "min_path": {
        "hp-class": "reg -> reg",
        "hold_path_depth": 0,
    },
}
power groups by stage:
stage | combinational [mW] | clock, mW | sequential, mW
4_1_cts | 0.0210 | 0.466 | 0.552
5_1_grt | 0.0239 | 0.489 | 0.553
6_report | 0.0199 | 0.450 | 0.552
worst register-to-register path, delay by kind of cell, from the launching register on:
family | cells | cell delay, ns
buffers and inverters | 1 | 0.07
AOI/OAI and AO/OA | 1 | 0.06
adders and majority gates | 1 | 0.18
and+or+nand+nor | 4 | 1.82
DFF | 1 | 0.42
flip-flops by register name (all words and copies together), names as in the netlist:
| register | cells |
|---|---|
| rx_shift | 8 |
| rx_ready_r | 1 |
| err_frame | 1 |
| err_overrun | 1 |
| rx_sync0 | 1 |
| rx_sync1 | 1 |
| buf0_valid | 1 |
| state | 4 |
| n_bits | 3 |
| vote_sum | 2 |
| tick_cnt | 16 |
| buf1_valid | 1 |
| os_cnt | 4 |
| buf0 | 8 |
| buf1 | 8 |
cell families after synthesis:
logic type,Yosys count
mux,26
fa+ha+maj,7
flops,60
simple gates,82
buf+inv,12
compound gates,33
xor+xnor,6
other cells,1
metal layers:
| layer | global-route usage | up-vias |
|---|---|---|
| met5 | 0 | - |
| met1 | 0.166 | 827 |
| met2 | 0.173 | 30 |
| met4 | 0.0187 | 0 |
| li1 | - | 860 |
| met3 | 0.0341 | 9 |
final timing paths:
kind | to | slack, ns | startpoint
max | buf0[6] | 1.81 | tick_cnt[0]
min | rx_sync1 | 0.36 | rx_sync0
max reg2reg | buf0[6] | 1.81 | tick_cnt[0]
min reg2reg | rx_sync1 | 0.36 | rx_sync0
max in group asynchronous | tick_cnt[1] | 3.29 | resetn
min in group asynchronous | rx_ready_r | 0.70 | resetn
cell type report:
class | count | area share
Multi-Input combinational cell | 163 | 0.351
Sequential cell | 60 | 0.491
Inverter | 7 | 0.00851
Tap cell | 105 | 0.0426
Clock inverter | 3 | 0.00608
Clock buffer | 13 | 0.0551
Timing Repair Buffer | 15 | 0.0462
layout by cell type (no fill, tap or decap), types with 4 or more instances in the layout:
cell	netlist	routed
inv_1	7	7
xnor2_1	4	4
o21ai_0	10	10
clkdlybuf4s50_1	0	13
conb_1	1	9
clkbuf_8	0	10
mux2i_1	9	9
nand3_1	9	9
dfrtp_1	55	55
nand4_1	6	6
ha_1	7	7
a21oi_1	12	12
nor3_1	4	4
nor2_1	23	23
nand2_1	16	16
and3_1	4	4
mux2_2	16	16
stage by stage:
step	util	power (mW)	hold slack (ns)	area, µm²
floorplan	-	0.566	0.345	2650
global placement	0.347	0.583	0.346	2900
detailed placement	0.347	0.583	0.349	2900
CTS	0.370	1.04	0.358	3090
global route	0.370	1.07	0.364	3090
finish	0.370	1.02	0.357	3090
No activity file was given, so power comes from the tool's default toggle rates.
